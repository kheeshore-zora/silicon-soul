<file path="/design/flow/run.sh">
#!/bin/bash
# OpenROAD 26Q1-2900-gdf79404cd8, Yosys 0.63+post, stock flow scripts
make -C /OpenROAD-flow-scripts/flow DESIGN_CONFIG=/design/flow/config.mk WORK_HOME=/design/flow/orfs finish
</file>
<file path="/design/flow/design.v">
module plastic_neuron (
    input wire clk,
    input wire rst,
    input wire [15:0] input_signal,       
    input wire [15:0] feedback_error,     
    input wire enable_learning,           
    output reg [31:0] output_signal       
);
    reg signed [15:0] weight;
    parameter LEARNING_RATE = 16'd20; 
    always @(posedge clk or posedge rst) begin
        if (rst) begin
            weight <= 16'd1058;  
            output_signal <= 0;
        end else begin
            output_signal <= $signed(input_signal) * $signed(weight);
            if (enable_learning) begin
                if (input_signal > 0 && feedback_error > 0) begin
                    weight <= weight + LEARNING_RATE;
                end else if (input_signal > 0 && feedback_error < 0) begin
                    weight <= weight - LEARNING_RATE;
                end
            end
        end
    end
endmodule
</file>
<file path="/design/flow/constraint.sdc">
current_design plastic_neuron

set clk_period 10.8
set clk_io_pct 0.2

create_clock -name clk0 -period $clk_period [get_ports {clk}]

set non_clock_inputs [all_inputs -no_clocks]
set_input_delay [expr $clk_period * $clk_io_pct] -clock clk0 $non_clock_inputs
set_output_delay [expr $clk_period * $clk_io_pct] -clock clk0 [all_outputs]
</file>
<file path="/design/flow/config.mk">
export PLATFORM = sky130hd
export DESIGN_NAME = plastic_neuron
export DESIGN_NICKNAME = plastic_neuron
export VERILOG_FILES = /design/flow/design.v
export SDC_FILE = /design/flow/constraint.sdc
export NUM_CORES = 4
export LEC_CHECK = 1
export CORE_UTILIZATION = 50
</file>
==> out/metrics.cfg <==
[drt]
avgViaCountPerCell=4.998
drt_first_iter_violations=267
routed_wire_length_per_instance_um=16.15
firstDrtPassIters=4
detail_route.antenna_diodes=0
route.final.wire_length_um=23260
antenna_violating_nets_post_route=0
routed-via-count=7197
number_of_drc_violations_after_detailed_routing=0

[timing]
rsz0062_at_grt=false
final_period_minus_worst_setup_slack_ns=8.382
finalHoldViolCount=0
fmaxAchievable_ghz=0.1193
final_max_slew_viol_count=0
layout_setup_ws_ns=2.418
fin_crit_sh_pct=77.61
finalClockSkew_ns=0.005242
timing.slew.headroom_pct=49.15
fin_setup_tns_ns=0
setup_viol=0
timing_worst_slew_pin_value_ns=0.7627

[yosys]
synthesis.instances=1125
synth.cell_area_um2=10540
yosys_register_bits=45
edf_count=0
yosys.stat.chipArea_um2=10540
yosys_warnings=1
yosys.stat.seqShare_pct=10.71
ys_cells=1125
avgSynthCellArea_um2=9.368
synth-main-ff-cell=sky130_fd_sc_hd__dfrtp_1
async_flop_share_pct=100.0
yosys.cell_types.count=53

[cts]
maximum_buffer_depth_of_the_clock_tree=2
postCtsSetupRepairBufs=0
cts_root_buffer=sky130_fd_sc_hd__clkbuf_16
cts_tree=done
insertion_delay_ns=0.29
cts_sink_cnt=45
cts-buffers-inserted=5
htree_levels=2
clk_pin_slew_worst_paths_ns=0.07
post_cts.resized_instances=0
ctsHoldBuffers=0

[place]
post-place-ws_ns=2.139
placement.io_buffers=65
gpl.final_weighted_congestion=0.9197
dp_hpwl_um=19080

[die]
coreArea_um2=20430
die_w_um=147.2
die_height_um=147.2
core_util_floorplan_pct=51.59
placementRows=52
ios=67
design.die.area_um2=21660

[outcome]
status=completed

[run]
stage_log_warnings=25
max_cap_viol_count=0

[critical_path]
r2r.worst_path.cells=19
criticalPathCategory=in2reg
worstPathRequired_ns=10.97
cp-start-kind=input pin
critical_path_peak_fanout=16
regToRegSetupSlack_ns=4.44
worst_r2r_startpoint=weight[5]
setup.worst_path.end_class=flip-flop
cp_data_arrival_time_ns=8.56
worstReg2RegEnd=output_signal[31]

[hold_path]
holdPathStages=2
hold_path_startpoint=weight[8]
capture_endpoint_of_the_worst_hold_path=weight[8]
hp-class=reg2reg

[global_routing]
antenna_found_initial=0
grt_start_max_net_pins=46
grt_overflow_total=0
grt_util_all_layers_pct=25.67
grt_pass1_wl_um=39520
grt_pass1_vias=7656

[cells_and_area]
reg_area_um2=1129
layout-drive-gt1-share_pct=2.821
area_growth_pct=10.27
final-comb-area_um2=8112
fillCellCount=1835

## critical path, cell delays in order
cell	delay [ns]
sky130_fd_sc_hd__clkdlybuf4s50_1	0.81
sky130_fd_sc_hd__and2_1	0.38
sky130_fd_sc_hd__fa_1	0.50
sky130_fd_sc_hd__inv_1	0.05
sky130_fd_sc_hd__fa_1	0.53
sky130_fd_sc_hd__inv_1	0.05
sky130_fd_sc_hd__fa_1	0.49
sky130_fd_sc_hd__inv_1	0.05
sky130_fd_sc_hd__fa_1	0.53
sky130_fd_sc_hd__inv_1	0.05
sky130_fd_sc_hd__fa_1	0.47
sky130_fd_sc_hd__inv_1	0.05
sky130_fd_sc_hd__fa_1	0.49
sky130_fd_sc_hd__inv_1	0.05
sky130_fd_sc_hd__ha_1	0.34
sky130_fd_sc_hd__o21ai_0	0.13
sky130_fd_sc_hd__nor2_1	0.20
sky130_fd_sc_hd__nand3_1	0.14
sky130_fd_sc_hd__a31oi_1	0.34
sky130_fd_sc_hd__o21ai_2	0.14
sky130_fd_sc_hd__o31ai_1	0.34
sky130_fd_sc_hd__o41ai_1	0.12
sky130_fd_sc_hd__xnor2_1	0.13
## cell usage in the layout, fill, tap and decap left out, types with 5 or more instances in the layout
master,synthesis,layout
sky130_fd_sc_hd__nor2_1,37,37
sky130_fd_sc_hd__nand3_1,8,8
sky130_fd_sc_hd__clkbuf_16,0,5
sky130_fd_sc_hd__nor4_1,9,9
sky130_fd_sc_hd__fa_1,235,235
sky130_fd_sc_hd__nand2b_1,7,7
sky130_fd_sc_hd__nand2_1,122,122
sky130_fd_sc_hd__clkdlybuf4s50_1,0,65
sky130_fd_sc_hd__a21oi_1,18,18
sky130_fd_sc_hd__inv_1,303,302
sky130_fd_sc_hd__nor3_1,9,9
sky130_fd_sc_hd__xor2_1,8,8
sky130_fd_sc_hd__buf_4,1,13
sky130_fd_sc_hd__o21ai_0,12,12
sky130_fd_sc_hd__a21o_1,8,8
sky130_fd_sc_hd__and2_1,96,96
sky130_fd_sc_hd__ha_1,86,86
sky130_fd_sc_hd__nand4_1,5,5
sky130_fd_sc_hd__dfrtp_1,43,43
sky130_fd_sc_hd__xnor2_1,36,36
## cell families (layout without fill, tap and decap cells)
| family | count (synthesis) | after routing | synth area share, % |
|---|---|---|---|
| compound gates | 63 | 63 | 4.049 |
| xor+xnor | 44 | 44 | 3.657 |
| fa+ha+maj | 321 | 321 | 54.85 |
| buf+inv | 345 | 390 | 12.32 |
| flops | 45 | 45 | 10.71 |
| mux | 2 | 2 | 0.2018 |
| other cells | 1 | 1 | 0.03558 |
| simple gates | 304 | 304 | 14.18 |
## how the worst max path moves through the flow
stage,slack [ns],start,depth (start not counted),endpoint
after CTS,2.42,input_signal[9],23,output_signal[31]
after global routing,2.04,input_signal[9],23,output_signal[31]
final,2.42,input_signal[9],23,output_signal[31]
## per-stage QoR
step                      util [%]  instance area [um2]  std cells  hold slack (ns)
final                        56.88                11620       1440           0.7265
after global routing         56.88                11620       1440           0.7640
after CTS                    56.88                11620       1440           0.7227
after detailed placement     56.13                11470       1432           0.7132
after global placement       56.13                11470       1432           0.7250
after floorplan                  -                10540       1125           0.5333
## routing by layer
metal | vias to the layer above | track usage [%] | wire (um)
li1 | 3352 | - | -
met1 | 3603 | 38.13 | 9310
met2 | 219 | 40.85 | 11840
met3 | 23 | 8.177 | 1748
met4 | 0 | 3.196 | 355
met5 | - | 0 | 0
## state kept, by name, summed over array words and instances (netlist names)
signal and flops:
output_signal 31, weight 14
## cell type report
| type | count | share of cell area [%] |
|---|---|---|
| clock buffers | 5 | 1.077 |
| well taps | 270 | 2.907 |
| repair buffers | 78 | 6.438 |
| multi-input cells | 735 | 69.80 |
| flip-flops and latches | 45 | 9.711 |
| clock inverters | 3 | 0.2476 |
| inverters | 304 | 9.819 |
## cell usage after synthesis, types with 2 or more instances
cell	number	area share (%)
sky130_fd_sc_hd__a21o_1	8	0.57
sky130_fd_sc_hd__a21oi_1	18	0.85
sky130_fd_sc_hd__and2_1	96	5.7
sky130_fd_sc_hd__and3_1	3	0.18
sky130_fd_sc_hd__buf_1	2	0.071
sky130_fd_sc_hd__clkbuf_1	38	1.4
sky130_fd_sc_hd__dfrtp_1	43	10
sky130_fd_sc_hd__dfstp_2	2	0.50
sky130_fd_sc_hd__fa_1	235	45
sky130_fd_sc_hd__ha_1	86	10
sky130_fd_sc_hd__inv_1	303	11
sky130_fd_sc_hd__nand2_1	122	4.3
sky130_fd_sc_hd__nand2b_1	7	0.42
sky130_fd_sc_hd__nand3_1	8	0.38
sky130_fd_sc_hd__nand4_1	5	0.30
sky130_fd_sc_hd__nor2_1	37	1.3
sky130_fd_sc_hd__nor3_1	9	0.43
sky130_fd_sc_hd__nor4_1	9	0.53
sky130_fd_sc_hd__o211ai_1	3	0.21
sky130_fd_sc_hd__o21a_1	2	0.14
sky130_fd_sc_hd__o21ai_0	12	0.57
sky130_fd_sc_hd__o21ai_1	2	0.095
sky130_fd_sc_hd__o21ai_2	2	0.17
sky130_fd_sc_hd__o21bai_1	2	0.14
sky130_fd_sc_hd__xnor2_1	36	3.0
sky130_fd_sc_hd__xor2_1	8	0.66
